### flow/design.v
module VerilogFSM(input frameValid, input clk, input rst, input real_href, output pixel_valid);
    localparam IDLE=2'h0, HBLANK=2'h1, HACT=2'h2, PIX_PER_LINE=120;
    reg [10:0] pix_cnt_n;
    reg [10:0] pix_cnt;
    reg [1:0] pix_ns;
    reg [1:0] pix_cs;
    assign pixel_valid = (pix_cs == HACT);
    always @(*) begin
        case(pix_cs)
            IDLE : begin
                pix_ns = frameValid ? HBLANK : IDLE;
                pix_cnt_n = 0;
            end
            HBLANK : begin
                pix_ns = real_href ? HACT : HBLANK ;
                pix_cnt_n = real_href ? PIX_PER_LINE : 0;
            end
            HACT : begin
                pix_ns = (pix_cnt == 1) ? HBLANK : HACT ;
                pix_cnt_n = pix_cnt - 1'b1;
            end
            default : begin
                pix_ns = IDLE ;
                pix_cnt_n = 0;
            end
        endcase
    end
    always @(posedge clk or posedge rst) begin
        if (rst) begin
            pix_cs <= IDLE;
            pix_cnt <= 0;
        end else begin
            pix_cs <= pix_ns;
            pix_cnt <= pix_cnt_n;
        end
    end
endmodule
### flow/constraint.sdc
current_design VerilogFSM

set clk_period 3.3
set clk_io_pct 0.2

create_clock -name clk0 -period $clk_period [get_ports {clk}]

set non_clock_inputs [all_inputs -no_clocks]
set_input_delay [expr $clk_period * $clk_io_pct] -clock clk0 $non_clock_inputs
set_output_delay [expr $clk_period * $clk_io_pct] -clock clk0 [all_outputs]
### flow/config.mk
export PLATFORM = sky130hd
export DESIGN_NAME = VerilogFSM
export DESIGN_NICKNAME = VerilogFSM
export VERILOG_FILES = /design/flow/design.v
export SDC_FILE = /design/flow/constraint.sdc
export NUM_CORES = 4
export LEC_CHECK = 1
export CORE_AREA = 10 10 80 80
export DIE_AREA = 0 0 90 90
### flow/run.sh
#!/bin/bash
# OpenROAD 26Q1-2900-gdf79404cd8, Yosys 0.63+post, stock flow scripts
make -C /OpenROAD-flow-scripts/flow DESIGN_CONFIG=/design/flow/config.mk WORK_HOME=/design/flow/orfs finish
==> notes.md <==
run results: outcome=complete, no violations, largest net degree at the start of global routing=15, wire per inst=8.58 um, fill count=516, FF-to-FF End=pix_cnt[10], DR vias=495, syn avg cell area=10.4 sq um, most instantiated library cell after synthesis=dfrtp_1, antenna violations before repair=0, I/O Buffers=4, CTS sink cnt=14, worst hold path depth=1, Reg clk slew, reported paths=0.06 ns, min Tclk post-route=1.87 ns, Seq share, synth=51.2%, Mapped Cells=66, Final HPWL DP=887 um, Sw Share=37.0%, CP arrival=2.04 ns, total of warnings raised by yosys=1, Lkg Pwr=0.347 nW, ys async rst share=100%, die span in y=90 um, Startpoint Class=flip-flop, die area=0.00810 sq mm, Post-Route WL=1180 um, yosys cell count=66, worst hold path type=reg2reg, n_diodes=0, share of post-route cells with drive strength above 1=9.86%, FP Rows=25, hold_sp=pix_cs[0], total CTS buffers=3, DR iter-0 viols=14, Slew Limit Headroom=65.4%, Clock power frac=19.3%, count of tool warnings=26, R2R Setup Slk=1.43 ns, dpl ws=1.45 ns, Gate power share=38.6%, number of global-route vias before repair=515, clk latency of the worst-skew pair=0.24 ns, register area=352 sq um, flops out of synthesis=14, Hold Violations, Final=0, Comb area=298 sq um, setup TNS=0 ns, post-synthesis cell type count=28, Cell area leaders=dfrtp_1 47%, dfstp_2 3.8%, ha_1 3.6%, Worst Hold End=pix_cs[0], clk buf depth=2, Worst-Margin Slew=0.518 ns, Yosys Chip Area=687 sq um, Worst Skew=0.00208 ns, peak supply drop=425 uV, Routed Antenna Nets=0, period utilization=56.7%, Post CTS Setup Buffer Count=0, Slew Viols, Final=0, kind of critical path=reg2reg, H-tree lvl count=1, Synth top cells by count=13 x dfrtp_1, 6 x nor2_1, 5 x inv_1, 4 x a21oi_1, 4 x o21ai_0, worst reg2reg startpoint=pix_cnt[0], CP max FO=7, CTS tree=built, Post-Syn Area=687 sq um, overall routing resource usage=3.10%, I/O pins=5, Final setup viols=0, Dominant flop cell=dfrtp_1, EDFF count, synth=0, CTS resizes=0, Critical Path RT=3.47 ns, DRC=0, fin cells=138, switching power=0.272 mW, worst r2r path cells=5, Yosys top cell area share=47.4%, clock tree root driver cell=clkbuf_8, total gr overflow=0, unrepaired setup endpoints after global routing=false, via density per instance=3.59, Power Internal=0.463 mW, Max Freq=0.535 GHz, Routability Congestion=0.832, hold_buf cts=0, Worst setup EP type=flip-flop, Die Wd=90 um, first-pass GRT wire length=2240 um, Seq pwr share=42.0%, final setup margin=1.43 ns, Area growth syn-to-layout=21.9%, Hold Slack=0.485 ns, Cells after DPL=134, Maximum Capacitance Violations=0, post-synth top area cell=dfrtp_1, core area=0.00472 sq mm, initial core utilization=14.5%, pwr dens=877 mW/mm^2, Pre-Repair DR Iteration Count=4
-- state kept, by name, summed over array words and instances, names as in the netlist --
register,cells
pix_cs,3
pix_cnt,11
-- power by group through the flow --
stage         combinational (mW)  clock [mW]  sequential [mW]
global route               0.330       0.154            0.321
CTS                        0.286       0.145            0.308
finish                     0.284       0.142            0.309
-- final cells by class --
type | instances | share of cell area (%)
repair buffers | 4 | 4.78
clock buffers | 4 | 5.38
multi-input cells | 44 | 35.6
well taps | 67 | 10.0
flip-flops and latches | 14 | 42.0
inverters | 5 | 2.24
-- stage by stage --
step	total power, mW	cell area [sq um]	util (%)
after floorplan	0.534	687	-
after global placement	0.584	792	16.8
after detailed placement	0.594	792	16.8
after CTS	0.739	837	17.7
after global routing	0.806	837	17.7
final	0.734	837	17.7
-- how the worst max path moves through the flow --
stage | endpoint | startpoint | slack [ns] | cells past startpoint
4_1_cts | pix_cnt[10] | pix_cnt[0] | 1.43 | 5
5_1_grt | pix_cnt[10] | pix_cnt[0] | 1.22 | 5
6_report | pix_cnt[10] | pix_cnt[0] | 1.43 | 5
-- routing by layer --
metal,wire length [um],vias up,share of wire [%],track usage (%)
met5,0,-,0,0
met4,0,0,0,0.663
met3,56,0,4.7,0.922
met2,501,7,42,4.30
met1,626,235,53,4.62
li1,-,253,-,-
-- cells by family after synthesis --
kind of cell | share of synthesized area (%)
AND-OR/OR-AND | 15.5
XOR/XNOR | 2.55
adder cells (fa/ha/maj) | 3.64
buffers and inverters | 5.47
flip-flops | 51.2
AND/OR/NAND/NOR | 21.7
-- worst max-delay path: stages (launching register included) --
cell     delay, ns
dfrtp_1       0.43
inv_1         0.08
ha_1          0.17
or3b_1        0.44
or4b_1        0.53
a21oi_1       0.15
-- placed cells by master, fill, tap and decap left out, types with 3 or more instances in the layout --
cell type / n
o21ai_0: 4
nor2_1: 6
a21oi_1: 4
nand2_1: 3
clkbuf_8: 3
inv_1: 5
clkdlybuf4s50_1: 4
dfrtp_1: 13
No activity file was given, so power comes from the tool's default toggle rates.
